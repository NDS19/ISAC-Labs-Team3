==> design/flow/run.sh <==
#!/bin/bash
# OpenROAD 26Q1-2900-gdf79404cd8, Yosys 0.63+post, stock flow scripts
make -C /OpenROAD-flow-scripts/flow DESIGN_CONFIG=/design/flow/config.mk WORK_HOME=/design/flow/orfs finish
==> design/flow/config.mk <==
export PLATFORM = sky130hd
export DESIGN_NAME = multiplier_pipelined
export DESIGN_NICKNAME = multiplier_pipelined
export VERILOG_FILES = /design/flow/design.v
export SDC_FILE = /design/flow/constraint.sdc
export NUM_CORES = 4
export LEC_CHECK = 1
export CORE_UTILIZATION = 40
==> design/flow/constraint.sdc <==
current_design multiplier_pipelined

set clk_period 25.9
set clk_io_pct 0.2

create_clock -name clk0 -period $clk_period [get_ports {clk}]

set non_clock_inputs [all_inputs -no_clocks]
set_input_delay [expr $clk_period * $clk_io_pct] -clock clk0 $non_clock_inputs
set_output_delay [expr $clk_period * $clk_io_pct] -clock clk0 [all_outputs]
==> design/flow/design.v <==
module multiplier_pipelined(
    input clk,
    input logic[31:0] a,
    input logic[31:0] b,
    output logic[63:0] r
);
    logic [31:0] pp_lo_lo;
    logic [31:0] pp_hi_lo;
    logic [31:0] pp_lo_hi;
    logic [31:0] pp_hi_hi;
    logic[31:0] a_hi, a_lo, b_hi, b_lo;
    assign a_hi = a[31:16];
    assign a_lo = a[15:0];
    assign b_hi = b[31:16];
    assign b_lo = b[16:0];
    always_ff @(posedge clk) begin
        pp_lo_lo <= a_lo * b_lo;
        pp_hi_lo = a_hi * b_lo;
        pp_lo_hi <= a_lo * b_hi;
        pp_hi_hi <= a_hi * b_hi;
        r <= { pp_hi_hi , 32'h00000000}
             +
             { 32'h00000000, pp_lo_lo}
             +
             { 16'h0000, pp_hi_lo, 16'h0000}
             +
             { 16'h0000, pp_lo_hi, 16'h0000};
    end
endmodule
==> deck_impl_summary.md <==
Physical Implementation Snapshot

Floorplanning
  – Starting density of the core: 0.406
  – Die width: 319 µm
  – Die area: 0.102 mm²
  – Row count: 115
  – Core area: 0.0989 mm²
  – Io pins: 129
  – Die Ht: 319 µm

Run status
  – Status: finished clean

STA
  – Final-report setup violation count: 0
  – RSZ-0062 raised after global routing: false
  – FMAX: 71.8 MHz
  – Worst slew pin tran: 934 ps
  – Fin Clk Skew: 16.9 ps
  – Post-route setup TNS: 0 ps
  – Max transition margin: 0.372
  – Fin crit period: 13940 ps
  – Tcrit/Tclk final: 0.538
  – Slew Limit Fails: 0
  – Final hold vios: 0
  – Fin Hold WS: 327 ps

Synthesis
  – XOR Share, Synth: 0.0342
  – Post-synth ARST share: 0
  – Adder Area Share: 0.554
  – Synthesized area per cell: 8.87 µm²
  – Compound Share, Synth: 0.0636
  – Synth Seq Share: 0.0798
  – Number of enable flip-flop cells: 0
  – Syn Std Cell Area: 0.0402 mm²
  – Multiplexer share: 0
  – Logic family by area: adder cells
  – Synth Instances: 4529
  – Simple share: 0.153
  – Netlist cell types: 64
  – Dominant flop cell: dfxtp_1
  – Yosys chip area: 0.0402 mm²
  – YS warnings: 1
  – # Cells Yosys: 4529
  – Ys flops: 160

Clock network
  – H-tree depth: 4
  – Setup Buffers After CTS: 0
  – CTS Buffer Depth: 2
  – Resized cells post-CTS: 0
  – Hold_buf cts: 0
  – Clock latency (worst-skew pair): 510 ps
  – Sink Count: 160
  – Root Buffer: clkbuf_16
  – CTS tree: yes
  – Num CTS Buffers: 17
  – Worst-path clk slew: 80 ps

Final layout
  – Layout Area Growth over Synthesis: 8.07%
  – Layout cells sized above 1: 0.0246
  – Final Instance Area: 0.0434 mm²
  – Most numerous logic cell after layout: inv_1
  – Most frequent logic cells in the routed design: inv_1, fa_1, nand2_1

Worst setup path
  – Crit path largest cell delay: 960 ps
  – Critical-path maximum fanout: 14
  – Crit-path most repeated cell: fa_1
  – CP Class: in -> reg
  – Worst endpoint required time: 26290 ps
  – CP Capture Type: flip-flop
  – Arrival @ worst endpoint: 14330 ps
  – Worst Setup Start Kind: input port
  – Critical path's slowest cell: clkdlybuf4s50_1

Drt
  – Total Routed Length: 99800 µm
  – First drt pass iteration count: 5
  – DR iter-0 viols: 1272
  – WL/cell: 17.1 µm
  – Via Count: 29100
  – Antenna-violating nets left: 0
  – DRC: 0
  – Via-to-Cell Ratio: 4.98
  – N_diodes: 0

Flow run
  – Tool warnings: 25
  – Max cap viols: 0

Place
  – Placed cell area: 0.0428 mm²
  – IO buf count: 128
  – GP Congestion: 0.897
  – DP HPWL: 78700 µm

Global route
  – Gr usage total: 0.222
  – Via count of the first global-routing pass: 31400
  – Largest net degree at the start of global routing: 33
  – First-pass GRT wire length: 168000 µm
  – Grt ovf: 0
  – Initial antenna violation count: 7

Worst hold path
  – Hold Crit Class: reg -> reg
-- cells by family after synthesis --
logic type	Yosys count
AND-OR/OR-AND	398
XOR/XNOR	157
flip-flops	160
buffers and inverters	1235
adder cells (fa/ha/maj)	1277
AND/OR/NAND/NOR	1302
-- Yosys cell counts (21+ instances only) --
cell type	number	share of area
a21oi_1	138	0.017
nand2_1	715	0.067
clkbuf_1	203	0.019
nor2_1	75	0.0070
xor2_1	49	0.011
a211oi_1	21	0.0039
dfxtp_1	160	0.080
a21o_1	57	0.011
nand3_1	34	0.0042
ha_1	442	0.14
and2_1	381	0.059
xnor2_1	108	0.024
o21ai_0	74	0.0092
inv_1	1031	0.096
fa_1	835	0.42
-- cell type report --
cell class / count / area (µm²)
multi-input cells: 3134 / 32300
fillers: 9546 / 55500
well taps: 1287 / 1610
repair buffers: 196 / 1790
clock buffers: 17 / 425
inverters: 1031 / 3870
clock inverters: 15 / 179
flip-flops and latches: 160 / 3200
-- critical path: cells and delay by family --
kind / cells / cell delay, ps
compound gates: 10 / 3100
simple gates: 4 / 480
buf+inv: 4 / 1100
xor+xnor: 2 / 300
fa+ha+maj: 9 / 4150
-- metal layers --
metal | up-vias | global-route usage | share of wire
li1 | 13500 | - | -
met1 | 14600 | 0.298 | 0.41
met2 | 827 | 0.360 | 0.48
met3 | 126 | 0.0699 | 0.075
met4 | 8 | 0.0572 | 0.035
met5 | - | 0 | 0.00046
-- path summary, 6_finish.rpt --
check,start,slack [ps],endpoint,depth (start not counted)
worst max-delay path,a[26],11960,r[54],29
worst min-delay path,pp_lo_lo[1],330,r[1],0
worst max register to register,pp_lo_lo[17],21850,r[59],16
worst min register to register,pp_lo_lo[1],330,r[1],0
-- per-stage QoR --
step	std cells	util	setup slack, ps
floorplan	4529	-	13290
global placement	5808	0.433	11610
detailed placement	5808	0.433	11550
CTS	5840	0.439	12080
global route	5840	0.439	11420
finish	5840	0.439	11960
-- sequential cells by signal, indices dropped and copies added (netlist names) --
name / cells
r: 64
pp_hi_hi: 32
pp_lo_hi: 32
pp_lo_lo: 32
